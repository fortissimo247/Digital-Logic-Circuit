==> flow/run.sh <==
#!/bin/bash
# OpenROAD 26Q1-2900-gdf79404cd8, Yosys 0.63+post, stock flow scripts
make -C /OpenROAD-flow-scripts/flow DESIGN_CONFIG=/design/flow/config.mk WORK_HOME=/design/flow/orfs finish
==> flow/config.mk <==
export PLATFORM = sky130hd
export DESIGN_NAME = operand2_memory
export DESIGN_NICKNAME = operand2_memory
export VERILOG_FILES = /design/flow/design.v
export SDC_FILE = /design/flow/constraint.sdc
export NUM_CORES = 4
export LEC_CHECK = 1
export CORE_AREA = 10 10 85 85
export DIE_AREA = 0 0 95 95
==> flow/constraint.sdc <==
current_design operand2_memory

set clk_period 1.8
set clk_io_pct 0.2

create_clock -name clk0 -period $clk_period [get_ports {clk}]

set non_clock_inputs [all_inputs -no_clocks]
set_input_delay [expr $clk_period * $clk_io_pct] -clock clk0 $non_clock_inputs
set_output_delay [expr $clk_period * $clk_io_pct] -clock clk0 [all_outputs]
==> flow/design.v <==
module operand2_memory(
    input clk,
    input [3:0] operand2_addr,
    output reg [15:0] operand2_value
);
reg [15:0] memory_array [15:0];
initial begin
    memory_array[0]  = 16'b0100_1101_1010_0011;
    memory_array[1]  = 16'b1011_0010_0101_1100;
    memory_array[2]  = 16'b0001_1111_1001_0110;
    memory_array[3]  = 16'b1110_0000_0110_1001;
    memory_array[4]  = 16'b0011_1001_1100_1010;
    memory_array[5]  = 16'b1101_0110_0011_0101;
    memory_array[6]  = 16'b0010_1011_1111_1000;
    memory_array[7]  = 16'b1000_1100_0000_0111;
    memory_array[8]  = 16'b0111_0001_1010_1101;
    memory_array[9]  = 16'b1001_1110_0101_0010;
    memory_array[10] = 16'b0110_0011_1001_1111;
    memory_array[11] = 16'b1000_1010_0110_0100;
    memory_array[12] = 16'b0101_0101_1011_1011;
    memory_array[13] = 16'b1111_1000_0100_0001;
    memory_array[14] = 16'b0010_0111_1110_0110;
    memory_array[15] = 16'b1101_1001_0001_1001;
end
always @(posedge clk) begin
    operand2_value <= memory_array[operand2_addr];
end
endmodule
==> impl_metrics.ini <==
; implementation run metrics
[sta]
final-max-slew-violation-count = 0
timing.setup.tns_ns = 0
worst_slew_pin_slew_ns = 0.321
setup_viol_count_final = 0
rsz_0062_raised_after_global_routing = no
max-slew-margin-rel_pct = 78.5
hold_violations = 0
layout_worst_path_cycle_share_pct = 92.8
clock.fmax_ghz = 0.599
post-route-min-period_ns = 1.67

[detailed_routing]
num_antenna_cells = 0
drc = 0
post_drt_via_cell_ratio = 3.57
route.vias.total = 647
routed_wirelength_um = 1830
wire_per_inst_um = 10.1
post_detailed_route_count_of_antenna_violating_nets = 0
first_iter_violations = 88
drtPass1Iterations = 4

[synth]
yosys.stat.seqShare_pct = 41.9
ys_seq_elements = 16
synth-area-yosys_um2 = 764
syn_inst = 81
ys_cells = 81
syn_area_um2 = 764
synthDistinctLibCells = 27
post_synth.cell_area_avg_um2 = 9.44
yosysWarningCount = 1

[grt]
grt_util_all_layers_pct = 4.17
grt_antenna_before_repair = 0
first_global_vias = 661
gr-usage-met3_pct = 1.60
use_met2_pct = 6.35
grt.busiest_layer = met2
wire_length_of_the_first_global_routing_pass_um = 3130
grtUsageMet1_pct = 5.43
grt_overflow = 0
grt_start_max_net_pins = 20

[min_path]
hold-path-cell-count = 2
path_class_of_the_lowest_slack_min_delay_path = primary input to register

[die]
die_height_um = 95
design.die.area_um2 = 9030
io_pins = 21
rows = 27
die.size.x_um = 95
floorplan.core_area_um2 = 5470
floorplan.initialDensity_pct = 14.0

[cells_and_area]
area.combinational_um2 = 382
largest_register_ff_count = 16
final-instance-count-excl-fill = 181
layout_top_cells_excl_fill_tap = 20 x sky130_fd_sc_hd__clkdlybuf4s50_1, 16 x sky130_fd_sc_hd__dfxtp_1, 10 x sky130_fd_sc_hd__nand2_1
layout_top_cell_excl_fill_tap = sky130_fd_sc_hd__clkdlybuf4s50_1
layout-drive-gt1-share_pct = 17.4
finish.instance_area_um2 = 1150
syn2layout_area_growth_pct = 49.9
largestRegisters = operand2_value x16
utilization_of_the_core_after_routing_pct = 20.9
regArea_um2 = 320
fillerInstances = 611
max_flop_register = operand2_value

[clocking]
post-cts-setup-buffers = 0
tritoncts.num_buffers = 3
clock_tree.root_cell = sky130_fd_sc_hd__clkbuf_8
tritoncts_clock_tree = yes
clkSlewWorstSetupHoldPaths_ns = 0.06
cts.path.max_buffers = 2
cts.repair.resized = 0
number_of_hold_repair_buffers_added_at_the_cts_stage = 0
cts.htree.levels = 1
clkSinkCount = 16

[placed_design]
port_buffers = 20
place_hpwl_um = 1410
detailed_place.area_um2 = 1090
gp_congestion = 0.813
numPlacedInstances = 177

[worst_setup_path]
worst-setup-path-type = primary input to register
critical_path_depth_in_cells = 6
master_of_the_slowest_instance_on_the_critical_path = sky130_fd_sc_hd__clkdlybuf4s50_1
critical_path.n_buffers_inverters = 2
max_stage_delay_ns = 0.47
data_required_time_of_the_critical_path_ns = 1.94
critPathCaptureType = register
critPathLaunchType = primary input
worstPathCellList = clkdlybuf4s50_1 > inv_1 > ha_1 > nor2_1 > a211oi_1 > a31o_2
critical_path_peak_fanout = 4
cpLargestDelayFamily = buffers and inverters
worstPathArrival_ns = 1.81

[power]
maximum_vdd_drop_mv = 0.204
power_per_cell_area_nw_per_um2 = 810
p_leak_uw = 0.000465
power.total_uw = 928

[job]
stage_log_warnings = 29
maxCapViolations = 0

[status]
run_status = completed
==> synthesized netlist by cell type <==
library cell | number | share of area, %
sky130_fd_sc_hd__dfxtp_1 | 16 | 42
sky130_fd_sc_hd__nand2_1 | 10 | 4.9
sky130_fd_sc_hd__a21oi_1 | 6 | 3.9
sky130_fd_sc_hd__ha_1 | 5 | 8.2
sky130_fd_sc_hd__nand2b_1 | 5 | 4.1
sky130_fd_sc_hd__nor2_1 | 4 | 2.0
sky130_fd_sc_hd__a211oi_1 | 3 | 2.9
sky130_fd_sc_hd__buf_6 | 3 | 4.4
sky130_fd_sc_hd__inv_1 | 3 | 1.5
sky130_fd_sc_hd__o21ai_0 | 3 | 2.0
sky130_fd_sc_hd__a31oi_1 | 2 | 1.6
sky130_fd_sc_hd__buf_2 | 2 | 1.3
sky130_fd_sc_hd__nand3_1 | 2 | 1.3
sky130_fd_sc_hd__nor2_2 | 2 | 1.6
sky130_fd_sc_hd__o211ai_1 | 2 | 2.0
sky130_fd_sc_hd__o22ai_1 | 2 | 1.6
sky130_fd_sc_hd__a211o_1 | 1 | 1.1
sky130_fd_sc_hd__a211oi_2 | 1 | 1.6
sky130_fd_sc_hd__a31o_2 | 1 | 1.1
sky130_fd_sc_hd__and2b_1 | 1 | 0.98
sky130_fd_sc_hd__buf_4 | 1 | 0.98
sky130_fd_sc_hd__mux2i_1 | 1 | 1.3
sky130_fd_sc_hd__nor2b_1 | 1 | 0.82
sky130_fd_sc_hd__o32ai_1 | 1 | 1.1
sky130_fd_sc_hd__or2_1 | 1 | 0.82
sky130_fd_sc_hd__xnor2_1 | 1 | 1.1
sky130_fd_sc_hd__xor2_4 | 1 | 3.6
==> logic make-up (layout without fill, tap and decap cells) <==
| logic type | count (synthesis) | count (layout) | share of synthesized area, % |
|---|---|---|---|
| multiplexers | 1 | 1 | 1.31 |
| AND-OR/OR-AND | 22 | 22 | 19.1 |
| buffers and inverters | 9 | 37 | 8.18 |
| XOR/XNOR | 2 | 2 | 4.75 |
| AND/OR/NAND/NOR | 26 | 26 | 16.5 |
| adder cells (fa/ha/maj) | 5 | 5 | 8.18 |
| flip-flops | 16 | 16 | 41.9 |
==> metal layers <==
metal | wire (um) | vias up
met3 | 193 | 2
met4 | 41 | 0
met1 | 811 | 295
met2 | 780 | 16
li1 | - | 334
met5 | 0 | -
==> cell type report <==
type / count / area share, %
repair buffers: 30 / 25.1
well taps: 72 / 7.86
clock buffers: 4 / 4.80
flip-flops and latches: 16 / 27.9
multi-input cells: 56 / 33.3
inverters: 3 / 0.983
==> power breakdown <==
| group | switching (uW) | internal, uW |
|---|---|---|
| clock network | 117 | 194 |
| logic | 80.6 | 131 |
| registers | 10.3 | 396 |
| total | 208 | 720 |
==> per-stage QoR <==
stage | setup slack, ns | hold slack, ns
after global placement | -0.0958 | 1.03
after floorplan | 0.439 | 0.388
after CTS | 0.162 | 0.758
final | 0.130 | 0.765
after detailed placement | -0.104 | 1.03
after global routing | 0.0351 | 0.795
==> final timing paths <==
check / slack [ns] / end / from
max: 0.13 / operand2_value[12] / operand2_addr[0]
min: 0.76 / operand2_value[15] / operand2_addr[0]
Power figures rest on the tool's default switching activity, not on a simulated workload.
