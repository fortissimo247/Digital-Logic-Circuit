<file path="design/flow/design.v">
module full_adder(
  input a,
  input b,
  input cin,
  output sum,
  output cout
);
  assign sum = a ^ b ^ cin;
  assign cout = (a & b) | (a & cin) | (b & cin);
endmodule
module ripple_carry_adder(
  input [3:0] a,
  input [3:0] b,
  input cin,
  output [3:0] sum,
  output cout
);
  wire c1, c2, c3;
  full_adder fa0 (.a(a[0]), .b(b[0]), .cin(cin), .sum(sum[0]), .cout(c1));
  full_adder fa1 (.a(a[1]), .b(b[1]), .cin(c1), .sum(sum[1]), .cout(c2));
  full_adder fa2 (.a(a[2]), .b(b[2]), .cin(c2), .sum(sum[2]), .cout(c3));
  full_adder fa3 (.a(a[3]), .b(b[3]), .cin(c3), .sum(sum[3]), .cout(cout));
endmodule
</file>
<file path="design/flow/run.sh">
#!/bin/bash
# OpenROAD 26Q1-2900-gdf79404cd8, Yosys 0.63+post, stock flow scripts
make -C /OpenROAD-flow-scripts/flow DESIGN_CONFIG=/design/flow/config.mk WORK_HOME=/design/flow/orfs finish
</file>
<file path="design/flow/constraint.sdc">
current_design ripple_carry_adder

set clk_period 2.8
set clk_io_pct 0.2

create_clock -name clk0 -period $clk_period

set non_clock_inputs [all_inputs -no_clocks]
set_input_delay [expr $clk_period * $clk_io_pct] -clock clk0 $non_clock_inputs
set_output_delay [expr $clk_period * $clk_io_pct] -clock clk0 [all_outputs]
</file>
<file path="design/flow/config.mk">
export PLATFORM = sky130hd
export DESIGN_NAME = ripple_carry_adder
export DESIGN_NICKNAME = ripple_carry_adder
export VERILOG_FILES = /design/flow/design.v
export SDC_FILE = /design/flow/constraint.sdc
export NUM_CORES = 4
export LEC_CHECK = 1
export CORE_AREA = 10 10 70 70
export DIE_AREA = 0 0 80 80
</file>
==> metrics.yaml <==
outcome:
  outcome: "complete, no violations"
worst_setup_path:
  cp.required_ns: 2.24
  crit_type: "input pin to output port"
  critPathLaunchType: "input pin"
  endpoint_kind: "output port"
  worstPathMaxFanout: 1
  cp.arrival_ns: 2.22
logic_synthesis:
  top_cells_by_area: "fa_1 (54%), inv_1 (25%), buf_4 (20%)"
  synth_cells: 18
  ys_seq_share_pct: 0
  syn_area_per_cell_um2: 8.202
  ys_chip_area_um2: 147.6
  top_cell: "inv_1"
  common_cells: "inv_1 (10), buf_4 (4), fa_1 (4)"
  netlist_area_um2: 147.6
  yosysTopAreaCellShare_pct: 54.24
  yosysUniqueCellTypes: 3
  top_area_cell: "fa_1"
  ys_warn_count: 0
  yosys-stat-cells: 18
global_routing:
  grt_overflow_total: 0
  grt_pass1_wl_um: 579
  grt_pass1_vias: 132
  grt_max_degree: 2
  antenna_found_initial: 0
  grt_usage_pct: 1.158
sta:
  maxSlewViolCount: 0
  max_freq_mhz: 360.1
  fin_crit_ns: 2.777
  finalCritPeriodShare_pct: 99.19
  tightest_slew_ns: 0.09824
  max-slew-margin-rel_pct: 93.43
  hold_viol: 0
  rsz0062_at_grt: "yes"
  final-setup-viol-count: 0
power:
  p_clk_share_pct: 0
  cell_internal_pwr_mw: 0.03231
  combPwrFrac_pct: 100.0
  sw_frac_of_total_pct: 33.56
  ir_drop_v: 0.00003680
  power_frac_seq_pct: 0
  p_per_area_mw_per_mm2: 151.2
  p_switching_mw: 0.01632
  power_mw: 0.04863
  leakagePower_nw: 0.1416
floorplanning:
  fp.dieH_um: 80
  dieArea_mm2: 0.006400
  ios: 14
  coreArea_mm2: 0.003416
  fp_util_pct: 4.322
  core.rowCount: 21
  die_w_um: 80
drt:
  final_antenna_net_count: 0
  n_antenna_cell: 0
  vias: 128
  routedWlPerCell_um: 5.757
  drtIter0Drc: 0
  drc: 0
  first_pass_iters: 1
  viasPerCell: 1.730
  drt-total-wl_um: 426
place:
  gp_congestion: 0.7618
  port_buffers: 14
  place_area_um2: 315.3
  dpl.hpwl_um: 425.2
cells_and_area:
  clock_buffers: 0
  design_area_um2: 321.6
  flops: 0
  final_layout_size_suffix_gt1_share_pct: 42.86
  seq_area_um2: 0
  area_growth_pct: 117.8
  n_fill_cell: 402
hold_path:
  hold_depth: 5
  hold_path_startpoint: "cin"
  worstHoldEndpoint: "sum[0]"
  hp-class: "input pin to output port"
cts:
  postCtsHoldBufs: 0
  cts.repair_timing.setup_buffer_count: 0
flow_run:
  warnings: 34
  max_cap_viol_count: 0
-- cells in the final DEF (no fill, tap or decap), drive strengths merged --
cell,instances
inv,10
clkdlybuf4s50,6
dlygate4sd2,4
fa,4
buf,4
-- worst max-delay path by stage --
stage,start,to,cells after the start
6_report,a[0],sum[3],10
5_1_grt,a[0],sum[3],10
4_1_cts,cin,sum[3],10
-- final cells by class --
class | count | area [um^2] | share of cell area [%]
well taps | 46 | 57.56 | 17.90
repair buffers | 14 | 133.9 | 41.63
multi-input cells | 4 | 87.58 | 27.24
inverters | 10 | 42.54 | 13.23
-- power by group through the flow --
stage / clock network (mW) / registers [mW] / logic [mW]
4_1_cts: 0 / 0 / 0.0499
6_report: 0 / 0 / 0.0486
5_1_grt: 0 / 0 / 0.0553
-- timing repair --
item	4_1_cts	5_1_grt
pin swaps	4	4
endpoints found under the setup margin	4	2
gates resized	30	1
-- per-layer routing --
metal,up-vias,global-route usage (%),wire (um)
met5,-,0,0
met1,54,1.863,247
li1,60,-,-
met4,0,0,0
met2,14,1.284,97
met3,0,0.6818,81
-- critical path, stage by stage --
cell	delay, ns
buf_6	0.09
inv_4	0.04
fa_2	0.19
inv_2	0.04
fa_2	0.35
fa_2	0.34
inv_2	0.06
fa_1	0.40
inv_1	0.06
buf_2	0.08
-- stage by stage --
step / utilization (%) / std cells / setup WS [ns] / hold slack [ns] / setup TNS (ns)
2_1_floorplan: - / 18 / 0.1032 / 1.337 / 0
3_3_place_gp: 9.231 / 74 / -0.7788 / 2.160 / -1.897
3_5_place_dp: 9.231 / 74 / -0.8145 / 2.175 / -2.027
4_1_cts: 9.341 / 74 / -0.09444 / 1.873 / -0.09444
5_1_grt: 9.414 / 74 / -0.05504 / 1.886 / -0.05504
6_report: 9.414 / 74 / 0.02273 / 1.867 / 0
-- kinds of logic (layout without fill, tap and decap cells) --
group	Yosys count	after routing	synth area share [%]
buf+inv	14	24	45.77
fa+ha+maj	4	4	54.24
Power is estimated from default activity; no workload was simulated.
