File: design/flow/run.sh
#!/bin/bash
# OpenROAD 26Q1-2900-gdf79404cd8, Yosys 0.63+post, stock flow scripts
make -C /OpenROAD-flow-scripts/flow DESIGN_CONFIG=/design/flow/config.mk WORK_HOME=/design/flow/orfs finish
File: design/flow/config.mk
export PLATFORM = sky130hd
export DESIGN_NAME = operand1_memory
export DESIGN_NICKNAME = operand1_memory
export VERILOG_FILES = /design/flow/design.v
export SDC_FILE = /design/flow/constraint.sdc
export NUM_CORES = 4
export LEC_CHECK = 1
export CORE_AREA = 10 10 70 70
export DIE_AREA = 0 0 80 80
File: design/flow/constraint.sdc
current_design operand1_memory

set clk_period 1.5
set clk_io_pct 0.2

create_clock -name clk0 -period $clk_period [get_ports {clk}]

set non_clock_inputs [all_inputs -no_clocks]
set_input_delay [expr $clk_period * $clk_io_pct] -clock clk0 $non_clock_inputs
set_output_delay [expr $clk_period * $clk_io_pct] -clock clk0 [all_outputs]
File: design/flow/design.v
module operand1_memory(
    input clk,
    input [3:0] operand1_addr,
    output reg [15:0] operand1_value
);
reg [15:0] memory_array [15:0];
initial begin
    memory_array[0]  = 16'b1010_1001_0011_0101;
    memory_array[1]  = 16'b0111_1110_0000_1001;
    memory_array[2]  = 16'b1100_0101_1111_0110;
    memory_array[3]  = 16'b0010_1101_1010_1111;
    memory_array[4]  = 16'b1001_0110_0101_1000;
    memory_array[5]  = 16'b0101_1011_1100_0111;
    memory_array[6]  = 16'b1110_0001_0011_1101;
    memory_array[7]  = 16'b0000_1111_1001_0010;
    memory_array[8]  = 16'b1011_0100_0110_1110;
    memory_array[9]  = 16'b0111_0010_1101_0001;
    memory_array[10] = 16'b1000_1101_0011_1100;
    memory_array[11] = 16'b0100_0111_1010_0011;
    memory_array[12] = 16'b1101_1000_0101_1001;
    memory_array[13] = 16'b0001_0110_1100_1010;
    memory_array[14] = 16'b1110_1001_1011_0110;
    memory_array[15] = 16'b0010_0011_0000_1111;
end
always @(posedge clk) begin
    operand1_value <= memory_array[operand1_addr];
end
endmodule
==> impl_table.tex <==
% Table of physical implementation metrics
\begin{tabular}{lr}
\hline
Metric & Value \\
\hline
\multicolumn{2}{l}{\textbf{Power and ir drop}} \\
\quad Share of power burned in the clock network & $\sim$28\% \\
\quad Internal power component & about 0.00077 W \\
\quad Logic pwr share & $\sim$24\% \\
\quad Pwr dens & 862.5 nW/um\^{}2 \\
\quad Lkg Pwr & a little over 0.5 nW \\
\quad Final total power & about 0.0010 W \\
\quad Switching power & between 0.0002 and 0.00025 W \\
\quad Sequential power share & 47.6\% \\
\quad Switching Share & 23.61\% \\
\quad Peak VDD IR & 0.3154 mV \\
\multicolumn{2}{l}{\textbf{Place}} \\
\quad Weighted congestion reported at the end of routability-driven placement & between 0.8 and 0.9 \\
\quad Area after DPL & 1126 um\^{}2 \\
\quad Placed cell count & about 160 \\
\quad IO Port Bufs & 20 \\
\quad Detailed placement HPWL & roughly 1.4 mm \\
\quad Post-place setup slack & -0.2289 ns \\
\multicolumn{2}{l}{\textbf{Finish}} \\
\quad Final standard cell utilization of the core & approximately a third \\
\quad Biggest registers after layout & operand1\_value: 16 flops \\
\quad Final standard cell area without fillers & $\sim$1200 um\^{}2 \\
\quad Filler cells & approximately 370 \\
\quad Filler-free cell count of the finished design & 166 \\
\quad Ratio of cells with drive above 1 in the final layout & roughly a fifth \\
\quad Area Overhead vs Synth & 44.88\% \\
\quad Register ranked first by flip-flop count & operand1\_value \\
\quad Max reg flops & 16 \\
\multicolumn{2}{l}{\textbf{Clock network}} \\
\quad H-tree depth & 1 \\
\quad Clock Pin Slew Worst Setup and Hold Paths & between 0.1 and 0.15 ns \\
\quad Clock buffer count from CTS & 3 \\
\quad Clock tree root buffer cell & sky130\_fd\_sc\_hd\_\_clkbuf\_4 \\
\quad Number of sinks handled by clock tree synthesis & 16 \\
\quad Hold bufs inserted after CTS & 0 \\
\quad Setup Buffers After CTS & 0 \\
\quad Clock buffer depth & 2 \\
\quad CTS tree & done \\
\multicolumn{2}{l}{\textbf{Critical path}} \\
\quad Critical Path Max Stage Delay & around 0.5 ns \\
\quad Required arrival time at the worst endpoint & approximately 1.7 ns \\
\quad Maximum fanout along the worst path & 4 \\
\quad Master of the slowest instance on the critical path & sky130\_fd\_sc\_hd\_\_clkdlybuf4s50\_1 \\
\quad Critical Path Sink Type & flop \\
\quad Critical-path cell list & clkdlybuf4s50\_1, inv\_1, ha\_1, nand2b\_1, o211ai\_1, o31ai\_1 \\
\quad CP Class & in2reg \\
\quad Data arrival at the endpoint of the critical path & roughly 1.6 ns \\
\quad Crit path launch type & primary input \\
\multicolumn{2}{l}{\textbf{GRT}} \\
\quad First-pass GRT wire length & about 3.0 mm \\
\quad Antenna violations before repair & 0 \\
\quad Grt ovf & 0 \\
\quad Overall Global Routing Usage & under 10\% \\
\quad Maximum number of pins on one net before global-route repair & 22 \\
\quad Vias in the first global route & between 600 and 700 \\
\multicolumn{2}{l}{\textbf{Die}} \\
\quad Die Ht & approximately 80 um \\
\quad Top-level port count & 21 \\
\quad Starting utilization of the core area & between 20\% and 30\% \\
\quad Die extent in x & roughly 80 um \\
\quad Core region area & approximately 3400 um\^{}2 \\
\quad Cell row count & 21 \\
\quad Area enclosed by the die boundary & around 6400 um\^{}2 \\
\multicolumn{2}{l}{\textbf{Flow run}} \\
\quad Max Cap Violations & 0 \\
\quad Count of tool warnings & 31 \\
\multicolumn{2}{l}{\textbf{STA}} \\
\quad Worst path setup slack after routing & $\sim$0.10 ns \\
\quad Max Clk Rate & 714.8 MHz \\
\quad Final setup violation count & 0 \\
\quad RSZ-0062 raised after global routing & no \\
\quad Relative slew slack & around 84\% \\
\quad Final worst-path cycle share & between 90\% and 100\% \\
\quad Slew at the pin closest to its max-slew limit & around 0.23 ns \\
\quad Final number of max-transition violations & 0 \\
\quad Final Hold Fails & 0 \\
\quad Post-layout min period & about 1.4 ns \\
\multicolumn{2}{l}{\textbf{Status}} \\
\quad Result of the run & finished clean \\
\multicolumn{2}{l}{\textbf{Drt}} \\
\quad Total inserted antenna cells & 0 \\
\quad Number of vias after detailed routing & between 600 and 700 \\
\quad Average routed wire per standard cell & about 11 um \\
\quad Length of the first detailed-routing pass in iterations & 4 \\
\quad 1st-iter DRT viols & roughly 96 \\
\quad Total wire length & 1.759 mm \\
\quad Residual DRC count & 0 \\
\quad Number of antenna-violating nets in the routed design & 0 \\
\quad Vias per cell & $\sim$4 \\
\multicolumn{2}{l}{\textbf{Yosys}} \\
\quad Count of library flops with an enable pin & 0 \\
\quad Ranking of synthesized cells by instance count & 16 x sky130\_fd\_sc\_hd\_\_dfxtp\_1, 9 x sky130\_fd\_sc\_hd\_\_ha\_1, 9 x sky130\_fd\_sc\_hd\_\_nand2\_1, 7 x sky130\_fd\_sc\_hd\_\_a21oi\_1 \\
\quad Yosys chip area & between 800 and 900 um\^{}2 \\
\quad Yosys top cell area share & about 40\% \\
\quad Async SR Flop Fraction & 0\% \\
\quad Synth cell types & 27 \\
\quad Cell count after synthesis & between 80 and 90 \\
\quad Cell total in the yosys stat output & just under 90 \\
\quad Netlist area before placement & 805.8 um\^{}2 \\
\quad Most repeated cell in the gate-level netlist after synthesis & sky130\_fd\_sc\_hd\_\_dfxtp\_1 \\
\quad Primary FF master, synth & sky130\_fd\_sc\_hd\_\_dfxtp\_1 \\
\quad Seq cells post-synth & 16 \\
\quad Area leader, netlist & sky130\_fd\_sc\_hd\_\_dfxtp\_1 \\
\quad Cell types with the largest area share after synthesis & sky130\_fd\_sc\_hd\_\_dfxtp\_1 40\%, sky130\_fd\_sc\_hd\_\_ha\_1 14\%, sky130\_fd\_sc\_hd\_\_a21oi\_1 4.3\% \\
\quad Warnings from Yosys & 1 \\
\quad Average cell area after synthesis & between 9 and 10 um\^{}2 \\
\quad Share of synthesized area occupied by flip-flops and latches & about two fifths \\
\multicolumn{2}{l}{\textbf{Min path}} \\
\quad Class of the worst hold path & in2reg \\
\hline
\end{tabular}
what timing repair did:
| item | CTS | global route |
|---|---|---|
| endpoints found under the hold margin | 0 | 0 |
| setup endpoints to repair | 0 | 1 |
| resized | 0 | 1 |
final timing paths:
kind,start,depth (start not counted),endpoint
hold / removal,operand1_addr[3],3,operand1_value[13]$_DFF_P_
setup / recovery,operand1_addr[0],6,operand1_value[7]$_DFF_P_
cell type report:
type / instances / area, um^2 / area share, %
multi-input combinational: 61 / 416.7 / 35.69
inverter: 5 / 18.77 / 1.608
tap: 46 / 57.56 / 4.930
timing repair buffer: 34 / 317.8 / 27.22
clock buffer: 4 / 36.28 / 3.108
sequential: 16 / 320.3 / 27.44
critical path, delay by kind of cell:
family          cells  cell delay (ns)
fa+ha+maj           1             0.35
buf+inv             2             0.58
simple gates        1             0.18
compound gates      2             0.18
layout by cell type (no fill, tap or decap), types with 3 or more instances in the layout:
cell type,instances
sky130_fd_sc_hd__clkbuf_4,3
sky130_fd_sc_hd__nor2_1,6
sky130_fd_sc_hd__o21ai_0,6
sky130_fd_sc_hd__buf_4,13
sky130_fd_sc_hd__nand2_1,9
sky130_fd_sc_hd__dfxtp_1,16
sky130_fd_sc_hd__clkdlybuf4s50_1,20
sky130_fd_sc_hd__ha_1,9
sky130_fd_sc_hd__nand2b_1,5
sky130_fd_sc_hd__inv_1,5
sky130_fd_sc_hd__a21oi_1,7
cells by family (layout without fill, tap and decap cells):
group	count (synthesis)	in the layout	synth area share, %
AOI/OAI and AO/OA	22	22	17.55
xor gates and xnor gates	1	1	1.087
adders and majority gates	9	9	13.98
buffers and inverters	10	43	9.161
DFF	16	16	39.75
muxes	1	1	1.397
and+or+nand+nor	28	28	17.08
power by group through the flow:
stage         Sequential (W)  Clock, W  Combinational [W]
CTS                 0.000480  0.000303           0.000246
global route        0.000485  0.000318           0.000270
finish              0.000479  0.000285           0.000243
through the flow:
stage	TNS, ns	hold WS (ns)
after floorplan	0	0.4318
after detailed placement	-2.428	0.9742
after global placement	-2.144	0.9740
after global routing	0	0.7761
after CTS	0	0.7628
final	0	0.7667
metal layers:
metal	track usage (%)	share of wire, %	up-vias
met3	2.614	9.8	2
met4	0.7042	0.74	0
li1	-	-	357
met1	6.812	45	293
met2	9.230	44	12
met5	0	0	-
Power is estimated from default activity; no workload was simulated.
